==> /design/flow/design.v <==
module Arbiter #(
    parameter CPU_Burst_Read_Lenght = 7  ,
    parameter DELAYS = 10
)(
    input wb_clk_i ,
    input wb_rst_i ,
    input wbs_stb_i ,
    input wbs_cyc_i ,
    input wbs_we_i ,
    input [31:0] wbs_dat_i ,
    input [31:0] wbs_adr_i ,
    output wbs_ack_o ,
    input wbs_cache_miss ,      
    input dma_rw ,
    input [1:0] dma_burst ,
    input dma_in_valid ,
    input [12:0] dma_addr ,
    output dma_ack ,
    input [31:0] dma_data_in ,
    output bram_wr ,
    output bram_in_valid , 
    output [12:0] bram_addr , 
    output [31:0] bram_data_in ,
    output reader_sel  
);
reg [5:0] Read_count ;  
reg [2:0] Arbiter_state_q , Arbiter_state_d ;
reg [5:0] dma_burst_d   ;
reg dma_ack_d   , wbs_ack_d   ;
assign dma_ack = dma_ack_d ;
assign wbs_ack_o = wbs_ack_d ;
reg reader_sel_d ;
assign reader_sel = reader_sel_d ;
wire wbs_valid ;
assign wbs_valid = wbs_cyc_i & wbs_stb_i ;
reg bram_wr_d ;
reg bram_in_valid_d ;
reg [12:0] bram_addr_d ;
reg [31:0] bram_data_in_d ;
assign bram_wr = bram_wr_d ;
assign bram_in_valid = bram_in_valid_d ;
assign bram_addr = bram_addr_d ;
assign bram_data_in = bram_data_in_d ;
always @(posedge wb_clk_i or posedge wb_rst_i) begin
    if (wb_rst_i) begin
        Read_count <= 0 ;
    end else begin
        case (Arbiter_state_q)
            IDLE : Read_count <= ((wbs_valid & ~wbs_we_i & wbs_cache_miss)|(~dma_rw & dma_in_valid)) ;
            CPURead : Read_count <= Read_count + 1 ;
            DMARead : Read_count <= Read_count + 1 ;
            default : Read_count <= 0 ;
        endcase
    end
end
localparam  IDLE = 3'd0 ,
            DMARead = 3'd1 ,
            DMAWrite = 3'd2 ,
            CPURead = 3'd3 ,
            CPUWrite = 3'd4 ;
always @(posedge wb_clk_i or posedge wb_rst_i) begin
    if (wb_rst_i) begin
        Arbiter_state_q <= 0 ;
    end else begin
        Arbiter_state_q <= Arbiter_state_d ;
    end
end
always @(*) begin
    case (Arbiter_state_q)
        IDLE: begin
            if (wbs_valid & ~wbs_we_i & wbs_cache_miss) begin       
                Arbiter_state_d = CPURead ;
            end else if (~dma_rw & dma_in_valid) begin              
                Arbiter_state_d = DMARead ;
            end else begin
                Arbiter_state_d = IDLE ;
            end
        end
        DMARead : begin 
            Arbiter_state_d = (Read_count == dma_burst_d) ? (IDLE):(DMARead) ;
        end
        CPURead : begin 
            Arbiter_state_d = (Read_count == CPU_Burst_Read_Lenght) ? (IDLE) : (DMARead) ; 
        end
        default: Arbiter_state_d = IDLE ;
    endcase
end
always @(*) begin
    case (dma_burst)
        2'b00: dma_burst_d = 10-1 ; 
        2'b01: dma_burst_d = 11-1 ; 
        2'b10: dma_burst_d = 16-1 ; 
        2'b11: dma_burst_d = 64-1 ; 
        default: dma_burst_d = 10-1 ; 
    endcase
end
always @(*) begin
    reader_sel_d = 0 ;
    wbs_ack_d = 0 ;
    dma_ack_d = 0 ;
    bram_in_valid_d = 0 ;
    bram_wr_d = 0 ;
    bram_addr_d = 32'd0 ;
    bram_data_in_d = 32'd0 ;
    case (Arbiter_state_q)
        IDLE : begin
            if (wbs_valid & wbs_we_i) begin  
                wbs_ack_d = 1 ;
                bram_wr_d = 1 ;
                bram_in_valid_d = 1 ;
                bram_data_in_d = wbs_dat_i ;
                bram_addr_d = wbs_adr_i[14:2];
            end else if (dma_rw & dma_in_valid) begin  
                dma_ack_d = 1 ;
                bram_wr_d = 1 ;
                bram_in_valid_d = 1 ;
                bram_data_in_d = dma_data_in ;
                bram_addr_d = dma_addr ;
            end else if (wbs_valid & ~wbs_we_i & wbs_cache_miss) begin  
                reader_sel_d = 1 ;
                bram_wr_d = 0 ;
                bram_in_valid_d = 1 ;
                bram_addr_d = wbs_adr_i[14:2] ;
            end else if (~dma_rw & dma_in_valid) begin  
                reader_sel_d = 1 ;
                bram_wr_d = 0 ;
                bram_in_valid_d = 1 ;
                bram_addr_d = dma_addr ;
            end else begin
                bram_in_valid_d = 0 ;
            end
        end
        DMARead : begin
            bram_wr_d = 0 ;
            bram_in_valid_d = 1 ;
            bram_addr_d = dma_addr+Read_count ;
        end
        CPURead : begin
            bram_wr_d = 0 ;
            bram_in_valid_d = 1 ;
            bram_addr_d = wbs_adr_i[14:2]+Read_count ;
        end
        default: begin
            bram_in_valid_d = 0 ;
        end
    endcase
end
endmodule
==> /design/flow/run.sh <==
#!/bin/bash
# OpenROAD 26Q1-2900-gdf79404cd8, Yosys 0.63+post, stock flow scripts
make -C /OpenROAD-flow-scripts/flow DESIGN_CONFIG=/design/flow/config.mk WORK_HOME=/design/flow/orfs finish
==> /design/flow/config.mk <==
export PLATFORM = sky130hd
export DESIGN_NAME = Arbiter
export DESIGN_NICKNAME = Arbiter
export VERILOG_FILES = /design/flow/design.v
export SDC_FILE = /design/flow/constraint.sdc
export NUM_CORES = 4
export LEC_CHECK = 1
export CORE_AREA = 10 10 113 113
export DIE_AREA = 0 0 123 123
==> /design/flow/constraint.sdc <==
current_design Arbiter

set clk_period 4.3
set clk_io_pct 0.2

create_clock -name clk0 -period $clk_period [get_ports {wb_clk_i}]

set non_clock_inputs [all_inputs -no_clocks]
set_input_delay [expr $clk_period * $clk_io_pct] -clock clk0 $non_clock_inputs
set_output_delay [expr $clk_period * $clk_io_pct] -clock clk0 [all_outputs]
==> flow_summary.json <==
{
  "outcome": "finished clean",
  "gpl.final_weighted_congestion": 0.929,
  "layout-drive-gt1-share": 0.111,
  "dieArea_um2": 15100,
  "whs_endpoint": "Read_count[0]",
  "edf_count": 0,
  "timing.critical_path.to_type": "output port",
  "fin_tns_setup_ns": 0,
  "filler_cell_count": 1030,
  "cp_num_buf_inv": 2,
  "crit_required_ns": 3.44,
  "cts-hold-fix-buffers": 0,
  "pwr-share-seq": 0.182,
  "slew-limit-headroom": 0.474,
  "power_per_cell_area_nw_per_um2": 247,
  "async_reset_ff_frac": 1.00,
  "synth_sequential_area_ratio": 0.122,
  "global_route.overflow_total": 0,
  "clk_latency_ns": 0.23,
  "worst_r2r_endpoint": "Read_count[0]",
  "diodes": 0,
  "period_needed_ns": 4.19,
  "log.warning_count": 44,
  "p_leak_nw": 1.32,
  "largest_net_degree_at_the_start_of_global_routing": 34,
  "fin_hold_ws_ns": 0.637,
  "fp.coreArea_um2": 10300,
  "number_of_standard_cell_rows_in_the_floorplan": 37,
  "fmax_mhz": 238,
  "tritoncts_num_sinks": 9,
  "die_h_um": 123,
  "critical_path.slowest_cell": "sky130_fd_sc_hd__clkdlybuf4s50_1",
  "grt_first_pass_wirelength_um": 14300,
  "worstPathCellList": "clkdlybuf4s50_1 > mux2_4 > ha_4 > a211oi_4 > nor2_2 > o311ai_4 > xnor2_1 > o22ai_1 > clkdlybuf4s50_1",
  "wire_per_inst_um": 18.6,
  "maximum_fanout_count_along_the_critical_path": 3,
  "boundaryPins": 169,
  "worstSetupStartpointType": "primary input",
  "power.switching_uw": 342,
  "clock_power_share": 0.106,
  "cts_made_buffers": 3,
  "top_cell_area_share": 0.161,
  "drt_drc_violations_left": 0,
  "violation_count_after_the_first_detailed_route_iteration": 175,
  "total_of_flip_flops_plus_latches_after_synthesis": 9,
  "final_hold_viol_count": 0,
  "tritoncts_clock_tree": "built",
  "drt-total-wl_um": 9900,
  "synth_area_um2": 1850,
  "timing.reg2reg.worst_path_depth": 4,
  "final_antenna_net_count": 0,
  "area_delta_synth_final_pct": 97.2,
  "first_global_vias": 2476,
  "hpwlAfterDp_um": 8290,
  "dieWidth_um": 123,
  "post_drt_via_cell_ratio": 4.89,
  "initial_antenna_violation_count": 0,
  "sw_frac_of_total": 0.378,
  "post-cts-setup-buffers": 0,
  "fin_worst_skew_ns": 0.0000887,
  "finalSetupViolations": 0,
  "post_synth_num_cell_types": 48,
  "track_usage": 0.119,
  "comb_power_share": 0.712,
  "detailedPlace.worstSlack_ns": -0.0551,
  "cts.root.buffer_cell": "sky130_fd_sc_hd__clkbuf_8",
  "fin_crit_sh": 0.975,
  "layout_setup_ws_ns": 0.105,
  "htree_num_levels": 1,
  "intPower_uw": 562,
  "place.port_buffers": 149,
  "dr_total_vias": 2607,
  "maxCapViolCount": 0,
  "final_max_slew_viol_count": 0,
  "synthFlopType": "sky130_fd_sc_hd__dfrtp_1",
  "critical-path-top-cell-by-count": "sky130_fd_sc_hd__clkdlybuf4s50_1",
  "drtPass1Iterations": 4,
  "worst_hold_path_type": "reg2reg",
  "synthDominantAreaCellType": "sky130_fd_sc_hd__a22o_1",
  "tightest_slew_ns": 0.788,
  "critical_path_arrival_ns": 3.33,
  "criticalPathCategory": "in2out",
  "topCellsByArea": "sky130_fd_sc_hd__a22o_1 16%, sky130_fd_sc_hd__dfrtp_1 11%, sky130_fd_sc_hd__a21oi_1 8.9%",
  "seqCellArea_um2": 226,
  "reg_to_reg_startpoint": "Arbiter_state_q[2]",
  "cp_top_family": "buffers and inverters",
  "postLayoutCoreUtil": 0.354,
  "reg2reg_setup_slack_ns": 2.46,
  "clock_transition_at_the_register_clock_pins_on_the_worst_setup_and_hold_paths_after_cts_ns": 0.04,
  "vdd_drop_max_uv": 198,
  "netlist_instances": 248,
  "critical-path-max-stage-delay_ns": 0.50,
  "synth-area-yosys_um2": 1850,
  "min_path_cells": 1,
  "dpl_cell_area_um2": 3530,
  "cts_max_path_bufs": 2,
  "synth-warning-count": 1,
  "yosys-stat-cells": 248,
  "avgSynthCellArea_um2": 7.48,
  "multiInputGateArea_um2": 1610,
  "final_design_area_no_fill_um2": 3660,
  "worst_hold_startpoint": "Read_count[0]",
  "floorplan.initialDensity": 0.180
}
[worst register-to-register path: stages (launching register included)]
cell and delay (ns):
sky130_fd_sc_hd__dfrtp_1 0.47, sky130_fd_sc_hd__buf_4 0.23, sky130_fd_sc_hd__buf_4 0.20, sky130_fd_sc_hd__nor2_2 0.64, sky130_fd_sc_hd__o21ai_0 0.15
[per-stage QoR]
step                      power [mW]  std cells
after floorplan                0.416        248
after global placement         0.780        529
after detailed placement       0.781        529
after CTS                      0.902        533
after global routing           0.990        533
final                          0.904        533
[area by class of cell]
class	instances	share of cell area
clock buffer	4	0.0123
multi-input combinational	218	0.441
tap	136	0.0465
inverter	5	0.00513
sequential	9	0.0619
timing repair buffer	161	0.433
[cells in the final DEF, fill, tap and decap left out, types with 4 or more instances in the layout]
| cell type | synthesis | final |
|---|---|---|
| sky130_fd_sc_hd__xor2_1 | 4 | 4 |
| sky130_fd_sc_hd__a22o_1 | 34 | 34 |
| sky130_fd_sc_hd__nand3_1 | 7 | 7 |
| sky130_fd_sc_hd__xnor2_1 | 8 | 8 |
| sky130_fd_sc_hd__nor2b_1 | 4 | 4 |
| sky130_fd_sc_hd__mux2_2 | 7 | 6 |
| sky130_fd_sc_hd__nand2_1 | 10 | 10 |
| sky130_fd_sc_hd__mux2i_1 | 5 | 5 |
| sky130_fd_sc_hd__o22ai_1 | 8 | 8 |
| sky130_fd_sc_hd__o21ai_1 | 4 | 4 |
| sky130_fd_sc_hd__inv_1 | 5 | 5 |
| sky130_fd_sc_hd__a21oi_1 | 33 | 32 |
| sky130_fd_sc_hd__nor2_2 | 2 | 4 |
| sky130_fd_sc_hd__nor2_1 | 22 | 20 |
| sky130_fd_sc_hd__buf_4 | 0 | 12 |
| sky130_fd_sc_hd__dfrtp_1 | 8 | 8 |
| sky130_fd_sc_hd__a21o_1 | 5 | 5 |
| sky130_fd_sc_hd__o21ai_0 | 22 | 21 |
| sky130_fd_sc_hd__clkdlybuf4s50_1 | 0 | 148 |
[synthesized netlist by cell type, types with 2 or more instances]
cell type	count
sky130_fd_sc_hd__a211oi_1	2
sky130_fd_sc_hd__a21o_1	5
sky130_fd_sc_hd__a21oi_1	33
sky130_fd_sc_hd__a22o_1	34
sky130_fd_sc_hd__a22oi_1	3
sky130_fd_sc_hd__buf_2	10
sky130_fd_sc_hd__clkbuf_1	4
sky130_fd_sc_hd__dfrtp_1	8
sky130_fd_sc_hd__ha_1	7
sky130_fd_sc_hd__inv_1	5
sky130_fd_sc_hd__mux2_2	7
sky130_fd_sc_hd__mux2i_1	5
sky130_fd_sc_hd__nand2_1	10
sky130_fd_sc_hd__nand2b_1	2
sky130_fd_sc_hd__nand3_1	7
sky130_fd_sc_hd__nand3_2	2
sky130_fd_sc_hd__nand3b_1	3
sky130_fd_sc_hd__nand4b_1	2
sky130_fd_sc_hd__nor2_1	22
sky130_fd_sc_hd__nor2_2	2
sky130_fd_sc_hd__nor2b_1	4
sky130_fd_sc_hd__nor4_2	2
sky130_fd_sc_hd__o21a_1	2
sky130_fd_sc_hd__o21ai_0	22
sky130_fd_sc_hd__o21ai_1	4
sky130_fd_sc_hd__o22ai_1	8
sky130_fd_sc_hd__o32ai_1	2
sky130_fd_sc_hd__xnor2_1	8
sky130_fd_sc_hd__xor2_1	4
[power by group through the flow]
stage	clock network [mW]	logic, mW	registers (mW)
global route	0.105	0.712	0.173
finish	0.0962	0.643	0.164
CTS	0.0984	0.641	0.162
[worst max-delay path by stage]
stage,from,endpoint,slack [ns],cells past startpoint
finish,dma_addr[1],bram_addr[11],0.11,9
global route,dma_addr[1],bram_addr[11],-0.02,9
CTS,wbs_adr_i[2],bram_addr[11],0.02,10
[layer usage]
metal	GRT usage	vias up	part of all wire
li1	-	1263	-
met3	0.0291	6	0.10
met5	0	-	0
met1	0.146	1201	0.41
met2	0.211	137	0.48
met4	0.0160	0	0.013
[state kept, by name, indices dropped and copies added, names as in the netlist]
signal and cells:
Read_count 6, Arbiter_state_q 3
[kinds of logic after synthesis]
group,Yosys count,synth area share
xor gates and xnor gates,12,0.0567
muxes,13,0.0769
buffers and inverters,21,0.0533
adders and majority gates,8,0.0580
AOI/OAI and AO/OA,124,0.458
and+or+nand+nor,61,0.175
DFF,9,0.122
[timing repair]
| action | 4_1_cts | 5_1_grt |
|---|---|---|
| cloned | 0 | 0 |
| gates resized | 6 | 10 |
| hold endpoints to repair | 0 | 0 |
| pin swaps | 3 | 5 |
| setup endpoints to repair | 3 | 8 |
No activity file was given, so power comes from the tool's default toggle rates.
