==> design.v <==
module instru_cache #(
    parameter CPU_Burst_Read_Lenght = 7  
)(
    input clk ,
    input rst ,
    input wbs_stb_i ,
    input wbs_cyc_i ,
    input wbs_we_i ,
    input [31:0] wbs_dat_i ,
    input [31:0] wbs_adr_i ,
    output wbs_ack_o ,
    output [31:0] wbs_dat_o ,
    output wbs_cache_miss ,
    input [31:0] bram_data_in ,
    input bram_in_valid  
);
wire HIT ;
assign HIT = 0 ;
reg [31:0] cache [0:7] ;
reg [2:0] output_counter , save_counter ;
reg wbs_ack_q ; 
assign wbs_ack_o = wbs_ack_q ;
assign wbs_cache_miss =~cache_state_q & ~wbs_we_i & wbs_stb_i & wbs_cyc_i ;
localparam  IDLE = 1'd0 ,
            READ = 1'd1 ;  
reg cache_state_q , cache_state_d ; 
always @(posedge clk or posedge rst) begin
    if (rst) begin
        cache_state_q <= 0 ; 
    end else begin  
        cache_state_q <= cache_state_d ;
    end
end
always @(*) begin
    case (cache_state_q)
        IDLE : begin
            cache_state_d = (HIT | bram_in_valid) ? (READ):(IDLE);
        end 
        READ : begin
            cache_state_d = ( output_counter == CPU_Burst_Read_Lenght ) ? (IDLE):(READ);
        end
        default : begin
            cache_state_d = (HIT | bram_in_valid) ? (READ):(IDLE);
        end 
    endcase
end
always @(posedge clk or posedge rst) begin
    if (rst) begin
        output_counter <= 0 ;
    end else begin
        output_counter <= output_counter + wbs_ack_o ;
    end
end
always @(posedge clk or posedge rst) begin
    if (rst) begin
        wbs_ack_q <= 0 ;
    end else begin
        case (cache_state_q)
            IDLE : begin
                wbs_ack_q <= 0 ;
            end 
            READ : begin
                wbs_ack_q <= ~wbs_we_i & wbs_stb_i & wbs_cyc_i ;
            end
            default: wbs_ack_q <= 0 ;
        endcase
    end
end
always @(posedge clk or posedge rst) begin
    if (rst) begin
        save_counter <= 0 ;
    end else begin
        save_counter <= save_counter + bram_in_valid ;
    end
end
always @(posedge clk) begin
    if (bram_in_valid) begin
        cache[save_counter] <= bram_data_in ;
    end
end
endmodule
==> run.sh <==
#!/bin/bash
# OpenROAD 26Q1-2900-gdf79404cd8, Yosys 0.63+post, stock flow scripts
make -C /OpenROAD-flow-scripts/flow DESIGN_CONFIG=/design/flow/config.mk WORK_HOME=/design/flow/orfs finish
==> config.mk <==
export PLATFORM = sky130hd
export DESIGN_NAME = instru_cache
export DESIGN_NICKNAME = instru_cache
export VERILOG_FILES = /design/flow/design.v
export SDC_FILE = /design/flow/constraint.sdc
export NUM_CORES = 4
export LEC_CHECK = 1
export CORE_AREA = 10 10 70 70
export DIE_AREA = 0 0 80 80
==> constraint.sdc <==
current_design instru_cache

set clk_period 1.0
set clk_io_pct 0.2

create_clock -name clk0 -period $clk_period [get_ports {clk}]

set non_clock_inputs [all_inputs -no_clocks]
set_input_delay [expr $clk_period * $clk_io_pct] -clock clk0 $non_clock_inputs
set_output_delay [expr $clk_period * $clk_io_pct] -clock clk0 [all_outputs]
==> metrics.cfg <==
[synthesis]
ys_sh_aoi=0.0199
logic_family=buffers and inverters
synthCells=47
mux_share=0
syn_area_um2=440
seq_area_frac_synth=0.284
yosysWarnings=33
synth_chip_area_um2=440
avgSynthCellArea_um2=9.37
ys_cells=47
adder_share=0.0568
synthSimpleGateAreaFrac=0.0568
ys_types=11
yosys_register_bits=5
ys_sh_xor=0.0199

[clock_network]
clock_latency_ps=240
ctsHoldBuffers=0
h-tree-depth=1
cts_tree=done
cts_sinks=5
root_buffer=clkbuf_4
cts_max_path_buffers=2
clkTransAtPathRegs_ps=50
cts_buffers=3

[floorplan]
dieArea_um2=6400
ios=136
initCoreUtil=0.129
core_um2=3420
die_w_um=80
rows=21
fp.dieH_um=80

[layout]
layout-drive-gt1-share=0.238
final_util=0.161
nFillCells=401
fin_cells=109
layout-area-overhead-vs-synth_pct=24.7

[place]
io_buffers=7
place_congestion=0.695
dp_slack_ps=-540
place_inst=102
place_hpwl_um=740

[route]
viasPerCell=2.41
drtIter0Drc=8
num_vias=263
post_drt_wl_per_cell_um=8.17
drtAntennaViolNets=0
wl_um=890
firstDrtPassIters=2
drc_errors=0
antenna_cells=0

[setup_path]
cp.required_ps=800
timing_worst_setup_path_type=flop to output port
reg2reg_from=wbs_ack_q$_DFF_PP0_
ff2ff_setup_slack_ps=-40
cp-start-kind=flop
rr_worst_depth=4
cp_max_fo=2
timing.rr.end=output_counter[2]$_DFF_PP0_
critPathCaptureType=output port
critical_path_arrival_ps=860

[sta]
fin_setup_tns_ps=-139
slew_violations=0
setup_viol=3
hold_viol_final=0
period_minus_slack_ps=1060
fin_ws_ps=-57.0
fmaxAchievable_ghz=0.946
fin_crit_sh=1.06
skew_ps=7.23
rsz0062_at_grt=true
timing.hold.ws_ps=164

[outcome]
status=complete, but fails checks
violations=setup timing

[min_path]
hp-class=primary input to asynchronous set/reset pin

[global_route]
grt_max_degree=6
overflow=0
grt_use_total=0.0262
antenna_found_initial=0
first_global_vias=371
grt_pass1_wl_mm=1.37

[pwr]
power_leakage_nw=0.288
p_per_area_nw_per_um2=1400
ir_drop_mv=0.370

[flow_run]
warning_count=123
drv_cap=0

-- registers in the layout (all words and copies together), names as in the netlist --
register,cells
cache_state_q,1
output_counter,3
wbs_ack_q,1
-- placed cells by master, fill, tap and decap left out, types with 2 or more instances in the layout --
cell	synthesis	routed
buf_6	0	3
clkdlybuf4s50_1	0	2
clkbuf_4	0	3
dfrtp_1	5	5
buf_4	32	4
conb_1	1	32
ha_4	0	2
dlygate4sd2_1	0	2
-- critical path, stage by stage, from the launching register on --
cell and delay, ps:
dfrtp_1 390, nor3_2 100, buf_2 120
-- cell type report --
cell class	instances	area (µm²)	share of cell area
clock buffer	4	26.3	0.0478
inverter	1	3.75	0.00683
multi-input combinational	40	218	0.396
sequential	5	125	0.228
tap	46	57.6	0.105
timing repair buffer	13	119	0.216
-- cell usage after synthesis (all sizes together) --
cell | n | area (µm²)
nor3 | 1 | 5.00
conb | 1 | 3.75
ha | 2 | 25.0
dfrtp | 5 | 125
inv | 1 | 3.75
nor2 | 1 | 3.75
nor3b | 1 | 12.5
a41oi | 1 | 8.76
buf | 32 | 240
nand2 | 1 | 3.75
xor2 | 1 | 8.76
-- stage by stage --
step | power [mW] | instance area [µm²]
finish | 0.767 | 549
global route | 0.859 | 549
CTS | 0.771 | 532
detailed placement | 0.486 | 467
global placement | 0.485 | 467
floorplan | 0.478 | 557
-- what timing repair did --
action | CTS | global route
resized | 13 | 4
buffers inserted | 3 | 0
endpoints found under the setup margin | 3 | 3
pin swaps | 3 | 1
-- kinds of logic (layout without fill, tap and decap cells) --
group | count (synthesis) | in the layout
AND/OR/NAND/NOR | 4 | 4
flip-flops | 5 | 5
adder cells (fa/ha/maj) | 2 | 2
XOR/XNOR | 1 | 1
buffers and inverters | 33 | 18
other | 1 | 32
AND-OR/OR-AND | 1 | 1
-- layer usage --
| layer | share of wire | track usage | vias to the layer above |
|---|---|---|---|
| li1 | - | - | 115 |
| met1 | 0.56 | 0.0354 | 111 |
| met2 | 0.28 | 0.0305 | 35 |
| met3 | 0.15 | 0.0216 | 2 |
| met4 | 0.013 | 0.00528 | 0 |
| met5 | 0 | 0 | - |
-- report_power, final --
group          internal (mW)  total, mW  leakage (nW)  switching [mW]
logic                  0.112      0.173         0.214          0.0609
clock network          0.151      0.233        0.0150          0.0824
registers              0.285      0.361        0.0588          0.0760
total                  0.548      0.767         0.288           0.219
-- worst max path at each step --
stage,from,end,slack [ps],cells after the start
after CTS,cache_state_q$_DFF_PP0_,wbs_cache_miss,-140,2
after global routing,cache_state_q$_DFF_PP0_,wbs_cache_miss,-150,2
final,cache_state_q$_DFF_PP0_,wbs_cache_miss,-60,2
Power and IR drop assume default switching activity.
